[/design/flow/constraint.sdc]
current_design alu

set clk_period 3.5
set clk_io_pct 0.2

create_clock -name clk0 -period $clk_period

set non_clock_inputs [all_inputs -no_clocks]
set_input_delay [expr $clk_period * $clk_io_pct] -clock clk0 $non_clock_inputs
set_output_delay [expr $clk_period * $clk_io_pct] -clock clk0 [all_outputs]
[/design/flow/run.sh]
#!/bin/bash
# OpenROAD 26Q1-2900-gdf79404cd8, Yosys 0.63+post, stock flow scripts
make -C /OpenROAD-flow-scripts/flow DESIGN_CONFIG=/design/flow/config.mk WORK_HOME=/design/flow/orfs finish
[/design/flow/config.mk]
export PLATFORM = sky130hd
export DESIGN_NAME = alu
export DESIGN_NICKNAME = alu
export VERILOG_FILES = /design/flow/design.v
export SDC_FILE = /design/flow/constraint.sdc
export NUM_CORES = 4
export LEC_CHECK = 1
export CORE_AREA = 10 10 81 81
export DIE_AREA = 0 0 91 91
[/design/flow/design.v]
`timescale 1ns/100ps
module alu(
    input   [7:0]       data    ,
    input   [7:0]       accum   ,
    input   [2:0]       opcode  ,
    output              zero    ,
    output reg  [7:0]   out
);
parameter   PASS0   =  3'b000,  
            PASS1   =  3'b001, 
            ADD     =  3'b010,     
            AND     =  3'b011,     
            XOR     =  3'b100,     
            PASSD   =  3'b101, 
            PASS6   =  3'b110, 
            PASS7   =  3'b111; 
always  @(data or accum or opcode)
begin
    case(opcode)
        PASS0:  out = #3 accum       ;
        PASS1:  out = #3 accum       ;
        ADD  :  out = #3 data + accum;
        AND  :  out = #3 data & accum;
        XOR  :  out = #3 data ^ accum;    
        PASSD:  out = #3 data        ;
        PASS6:  out = #3 accum       ;
        PASS7:  out = #3 accum       ;
        default:out = #3 accum       ;
    endcase
end
assign  #1 zero = (accum == 8'b0) ? 1'b1 : 1'b0;
endmodule
==> results.tsv <==
metric	value	unit
synth_area	830	um^2
cp_data_arrival_time	2.72	ns
ys_warn_count	1	
final-seq-area	0	um^2
wl	2730	um
largest_area_cell	ha_1	
ys_cells	112	
cp_common_cell	clkdlybuf4s50_1	
core	4820	um^2
die_w	91	um
clkbuf_count	0	
min_from	data[0]	
finalSetupViolCount	0	
drt_iter0_markers	54	
slew_viol_final	0	
total_power	0.000182	W
yosys_area	830	um^2
drive_gt1_share	20.5	%
cp-end-kind	output port	
yosysTopAreaCellShare	12.1	%
grt_pass1_vias	955	
drc	0	
gp_congestion	0.804	
ant_nets	0	
topCellsByArea	ha_1, mux2i_1, nand2_1, nor3b_1, a211oi_1	
top_cells_by_count	nand2_1, mux2i_1, ha_1	
yosysMostFrequentCell	nand2_1	
dpl.hpwl	2240	um
grt_util_all_layers	6.31	%
grt_max_degree	35	
dp_worst_setup_slack	-0.0561	ns
antenna-diode-count	0	
finalCriticalPeriod	3.42	ns
rsz0062_at_grt	true	
hp-class	primary input to output port	
design_area	1360	um^2
flops	0	
cp.required	2.80	ns
drv_cap	0	
crit_chain	clkdlybuf4s50_1 -> ha_1 -> o211a_1 -> a211oi_1 -> a311oi_1 -> nand3_1 -> clkdlybuf4s50_1	
fin_crit_sh	97.6	%
detail_route.wl_per_cell	12.2	um
fmax	293	MHz
cp_slowest_cell	clkdlybuf4s50_1	
n_fill_cell	526	
path_class	primary input to output port	
power_density	134	nW/um^2
vias_per_cell	4.47	
stdcell_count	223	
vias	996	
synthCells	112	
fp_util	17.2	%
place_area	1320	um^2
grt_overflow	0	
hold_buffers	0	
tool_warnings	33	
whs_path_depth	6	
leakagePower	0.574	nW
drt_first_pass_iters	4	
status	finished, final reports clean	
cp-start-kind	primary input	
die_h	91	um
io_pins	28	
crit_fanout	2	
slew_headroom	73.3	%
crit_start	data[4]	
placed_cells	223	
antenna_found_initial	0	
portBuffers	28	
fp-row-count	25	
worst_ir_drop_vdd	0.0000447	V
layout_setup_ws	0.0832	ns
syn_to_final_growth	63.6	%
synth_seq_share	0	%
tightestPinTransition	0.400	ns
synth_cell_types	36	
dieArea	8280	um^2
syn_area_per_cell	7.41	um^2
finalHoldViolCount	0	
cp_slowest_stage_delay	0.46	ns
grt_first_pass_wirelength	4620	um
-- layout by cell type (no fill, tap or decap), drive strengths merged, types with 3 or more instances in the layout --
cell type / n
nor2b: 3
a211oi: 6
buf: 24
o211a: 3
clkdlybuf4s50: 24
ha: 8
nand2b: 3
o21ai: 9
nor3b: 7
dlymetal6s2s: 3
o211ai: 3
a21oi: 6
nand2: 15
mux2i: 9
nand3: 4
-- routing by layer --
layer	vias up	wire length (um)	track usage (%)	part of all wire, %
li1	531	-	-	-
met1	447	1350	9.02	49
met2	18	1260	10.4	46
met3	0	118	0.913	4.3
met4	0	0	0	0
met5	-	0	0	0
-- where the power goes --
| part | switching [W] | internal (W) | leakage [nW] |
|---|---|---|---|
| Combinational | 0.0000765 | 0.000105 | 0.574 |
| Sequential | 0 | 0 | 0 |
| Clock | 0 | 0 | 0 |
-- what timing repair did --
item / in CTS / in global routing
endpoints found under the setup margin: 4 / 5
resized: 3 / 11
buffers inserted: 0 / 0
pin swaps: 0 / 5
-- cell families after synthesis --
| family | after synthesis | share of synthesized area (%) |
|---|---|---|
| compound gates | 41 | 35.0 |
| xor+xnor | 2 | 2.11 |
| fa+ha+maj | 9 | 14.5 |
| buf+inv | 9 | 7.09 |
| mux | 10 | 12.2 |
| simple gates | 41 | 29.1 |
-- worst paths after layout --
kind	end	slack, ns
min	out[0]	2.22
max	out[7]	0.08
-- final cells by class --
class              count  area, um^2  area share [%]
inverters              1        3.75           0.276
multi-input cells    103         803            59.2
well taps             67        83.8            6.18
repair buffers        52         467            34.4
-- per-stage QoR --
stage	hold WS [ns]	setup TNS [ns]	util (%)
2_1_floorplan	1.49	0	-
3_3_place_gp	2.50	-0.222	27.4
3_5_place_dp	2.49	-0.132	27.4
4_1_cts	2.35	0	27.5
5_1_grt	2.31	-0.0208	28.2
6_report	2.22	0	28.2
-- critical path, delay by kind of cell --
kind | cells | cell delay (ns)
adder cells (fa/ha/maj) | 1 | 0.32
AND-OR/OR-AND | 3 | 0.68
buffers and inverters | 2 | 0.91
AND/OR/NAND/NOR | 1 | 0.11
No activity file was given, so power comes from the tool's default toggle rates.

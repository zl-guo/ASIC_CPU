## flow/design.v

```verilog
`timescale 1ns/1ns
module counter  #(parameter width = 5)
(
    input                      clk   ,
    input                      rstn  ,
    input                      load  ,
    input       [width-1:0]    wdata ,
    output reg  [width-1:0]    cnt
);
always  @(posedge clk or negedge rstn) begin
    if(!rstn)
        cnt <=  5'd0;
    else if(load)
        cnt <=  wdata;
    else
        cnt <=  cnt + 1'b1;
end
endmodule
```

## flow/run.sh

```bash
#!/bin/bash
# OpenROAD 26Q1-2900-gdf79404cd8, Yosys 0.63+post, stock flow scripts
make -C /OpenROAD-flow-scripts/flow DESIGN_CONFIG=/design/flow/config.mk WORK_HOME=/design/flow/orfs finish
```

## flow/config.mk

```make
export PLATFORM = sky130hd
export DESIGN_NAME = counter
export DESIGN_NICKNAME = counter
export VERILOG_FILES = /design/flow/design.v
export SDC_FILE = /design/flow/constraint.sdc
export NUM_CORES = 4
export LEC_CHECK = 1
export CORE_AREA = 10 10 70 70
export DIE_AREA = 0 0 80 80
```

## flow/constraint.sdc

```tcl
current_design counter

set clk_period 1.3
set clk_io_pct 0.2

create_clock -name clk0 -period $clk_period [get_ports {clk}]

set non_clock_inputs [all_inputs -no_clocks]
set_input_delay [expr $clk_period * $clk_io_pct] -clock clk0 $non_clock_inputs
set_output_delay [expr $clk_period * $clk_io_pct] -clock clk0 [all_outputs]
```

==> deck_impl_summary.md <==
Physical Implementation Snapshot

Final timing
  • Setup TNS: 0 ns
  • Max Fclk: around 840 MHz
  • Slew Viols, Final: 0
  • Post-route setup slack: around 0.10 ns
  • RSZ-0062 raised after global routing: no
  • Final setup viols: 0
  • Hold Fails Final Rpt: 0
  • Least-Margin Pin Slew: 0.241 ns
  • Clock Skew: 0.000658 ns
  • Slew HR: between 80% and 90%
  • Final Cycle Share: around nine tenths
  • Minimum clock period after layout: around 1.2 ns

Global routing
  • Tot GR Track Use: under 10%
  • Vias in the first global route: roughly 280
  • Grt ovf: 0
  • Global-route wire length before repair: 1.33 mm
  • Antenna violations before repair: 0
  • Largest net degree at the start of global routing: 9

Power and ir drop
  • Leakage: 0.195 nW
  • Worst IR Drop VDD: 564 uV
  • Pwr/cell area: 1110 mW/mm^2
  • Total Power: 0.000508 W

Placement
  • Post-place setup slack: 0.115 ns
  • Placed cell count: roughly 79
  • Port buffer count: 12
  • GPL Wtd Cong: 0.766

Die
  • Die Span X: about 80 um
  • Fp util: just under 7%
  • Die height: 80 um
  • Core region area: ~0.0034 mm^2
  • Row count: 21
  • I/O pin total: 13
  • Die Footprint: roughly 0.0064 mm^2

Worst setup path
  • RR Startpoint: cnt[0]
  • Reg2reg setup slack: ~0.10 ns
  • Critical Path Fanout Max: 3
  • Worst reg2reg endpoint: cnt[1]
  • Critical path buffer and inverter count: 1
  • Critical path's top delay family: flip-flops
  • Critical path class: reg -> reg
  • Crit-path max cell delay: about 0.38 ns
  • CP arrival: 1.32 ns
  • Crit path launch type: flip-flop
  • Crit path required time: approximately 1.4 ns
  • Setup crit end kind: flip-flop
  • Critical path cell sequence: buf_4 -> ha_1 -> mux2_4
  • Slowest-stage cell, CP: dfrtp_1
  • FF-to-FF path depth: 3

Route
  • Met2 wire length: around 210 um
  • Remaining antenna violation count after routing: 0
  • Met3 wire length: between 80 and 90 um
  • DRC: 0
  • Antenna Cells: 0
  • Per-cell routed wire length: about 8.4 um
  • Drt total wl: ~730 um
  • Avg Vias per Cell: ~2.6
  • Max Used Layer: met4
  • Met1 Routed Length: between 400 and 500 um
  • DRT iter0 DRCs: 8
  • DRT Pass-1 Iters: 4
  • Via count: approximately 220

Clocking
  • CTS tree: yes
  • Clk sinks: 5
  • Clk slew on worst S/H paths: ~0.040 ns
  • CTS Buffer Depth: 2
  • H-tree depth: 1
  • Total CTS buffers: 3
  • Clk latency late pin: about 0.24 ns
  • Clk root buf: clkbuf_4

Flow run
  • Max-Cap Viols: 0
  • Tool Warnings: 25

Synthesis
  • Mapped Cells: 21
  • Synth Cell Area: 235 um^2
  • Register area share after synthesis: 53.2%
  • Yosys warnings: 1
  • Synthesized registers: 5
  • Distinct lib cells used: 10
  • Syn Area/Cell: 11.2 um^2
  • Yosys Instances: 21
  • YS chip area: approximately 240 um^2

Cells and area
  • Largest registers: cnt: 5 flops
  • Number of flip-flops in the largest register: 5
  • Most frequent logic cell in the layout: clkdlybuf4s50_1
  • P&R area growth vs syn: 95.2%
  • Finished Layout Cells: just under 90
  • Most frequent cells in the layout: 7 x clkdlybuf4s50_1, 5 x dfrtp_1, 5 x dlygate4sd2_1, 5 x buf_4, 4 x nand2_1
  • Final Core Density: a little over an eighth
  • Layout cells sized above 1: between 20% and 30%
  • Most flops, register: cnt

Worst hold path
  • HP Class: in -> async

Outcome
  • Outcome: completed
==> logic make-up after synthesis <==
| family | count (synthesis) | synth area share [%] |
|---|---|---|
| adders and majority gates | 1 | 5.32 |
| AOI/OAI and AO/OA | 4 | 8.51 |
| and+or+nand+nor | 6 | 10.6 |
| buffers and inverters | 1 | 4.79 |
| DFF | 5 | 53.2 |
| muxes | 1 | 6.38 |
| xor gates and xnor gates | 3 | 11.2 |
==> layer usage <==
| layer | GRT usage, % | vias up |
|---|---|---|
| met1 | 3.94 | 95 |
| met3 | 1.93 | 2 |
| met2 | 3.13 | 15 |
| li1 | - | 112 |
| met4 | 0.176 | 0 |
| met5 | 0 | - |
==> layout make-up <==
| class | count | area [um^2] |
|---|---|---|
| Clock buffer | 4 | 26.3 |
| Sequential cell | 5 | 125 |
| Multi-Input combinational cell | 15 | 98.8 |
| Tap cell | 46 | 57.6 |
| Fill cell | 399 | 2960 |
| Timing Repair Buffer | 17 | 151 |
==> where the power goes <==
group / internal (W) / total (W) / switching (W)
Clock: 0.000116 / 0.000177 / 0.0000607
Combinational: 0.0000907 / 0.000137 / 0.0000468
Sequential: 0.000179 / 0.000194 / 0.0000151
Total: 0.000385 / 0.000508 / 0.000123
==> cell usage after synthesis <==
master,count,area share (%)
ha_1,1,5.3
xor2_1,2,7.4
buf_6,1,4.8
mux2_4,1,6.4
nand3_1,2,4.3
o21ai_1,2,4.3
nand2_1,4,6.4
o21ai_0,2,4.3
xnor2_1,1,3.7
dfrtp_1,5,53
==> worst max path at each step <==
| stage | depth (start not counted) | from | slack (ns) | to |
|---|---|---|---|---|
| final | 3 | cnt[0] | 0.10 | cnt[1] |
| after CTS | 3 | cnt[0] | 0.11 | cnt[1] |
| after global routing | 5 | cnt[0] | 0.06 | cnt[4] |
==> repair_timing <==
item / 4_1_cts / 5_1_grt
buffers inserted: 4 / 0
hold buffers: 0 / 0
gates resized: 5 / 0
endpoints found under the setup margin: 5 / 0
==> through the flow <==
stage	hold WS [ns]	cell area, um^2
6_report	0.249	459
5_1_grt	0.256	459
4_1_cts	0.253	459
3_5_place_dp	0.506	409
3_3_place_gp	0.495	409
2_1_floorplan	-0.0356	235
Power figures rest on the tool's default switching activity, not on a simulated workload.

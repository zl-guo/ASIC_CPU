===== /design/flow/run.sh =====
#!/bin/bash
# OpenROAD 26Q1-2900-gdf79404cd8, Yosys 0.63+post, stock flow scripts
make -C /OpenROAD-flow-scripts/flow DESIGN_CONFIG=/design/flow/config.mk WORK_HOME=/design/flow/orfs finish

===== /design/flow/design.v =====
`timescale 1ns/1ns
module  mem32x8(
    inout [7:0] data ,
    input [4:0] addr ,
    input       read ,
    input       write
);
reg [7:0] memory [0:31];
always @(posedge write) begin
   memory[addr] = data;
end
assign data = (read) ? memory[addr] : 8'bZ;
endmodule

===== /design/flow/constraint.sdc =====
current_design mem32x8

set clk_period 3.5
set clk_io_pct 0.2

create_clock -name clk0 -period $clk_period [get_ports {write}]

set non_clock_inputs [all_inputs -no_clocks]
set_input_delay [expr $clk_period * $clk_io_pct] -clock clk0 $non_clock_inputs
set_output_delay [expr $clk_period * $clk_io_pct] -clock clk0 [all_outputs]

===== /design/flow/config.mk =====
export PLATFORM = sky130hd
export DESIGN_NAME = mem32x8
export DESIGN_NICKNAME = mem32x8
export VERILOG_FILES = /design/flow/design.v
export SDC_FILE = /design/flow/constraint.sdc
export NUM_CORES = 4
export LEC_CHECK = 1
export CORE_UTILIZATION = 40

==> run_results.csv <==
group,metric,value,unit
floorplan,chipWidth,161,um
floorplan,fp_util,41.1,%
clock_network,clkSinkCount,256,
synthesis,ys_seq_share,76.4,%
synthesis,syn-instance-count,570,
floorplan,die_h,161,um
clock_network,cts-root-buf,"clkbuf_16",
synthesis,ys_cells,570,
clock_network,cts_buffer_depth,3,
placed_design,io_buffer_count,5,
synthesis,yosysUniqueCellTypes,24,
synthesis,yosysWarnings,2,
synthesis,syn-cell-area,10100,um2
floorplan,rows,57,
clock_network,post-cts-setup-buffer-count,0,
clock_network,cts-resized-gates,1,
placed_design,dpl.hpwl,12800,um
synthesis,area_leaders,"edfxtp_1 (76%), mux2i_1 (13%), o22ai_1 (3.9%)",
status,tool.error,"[error] [KeplerFormal.cpp:679] Workflow failed: Iso has multiple drivers: .data0, _543_.Y0",
clock_network,htree_levels,1,
floorplan,ios,15,
synthesis,syn_area_per_cell,17.7,um2
clock_network,holdBufCountCts,0,
synthesis,ys_area,10100,um2
synthesis,synth_top_cell_by_area,"edfxtp_1",
placed_design,gp_congestion,0.826,
status,status,"stopped before the end",
placed_design,placed_cell_area,10900,um2
clock_network,cts_made_buffers,25,
synthesis,top_area_share,76.4,%
synthesis,synth_flops,256,
status,stop_stage,"clock tree synthesis (4_1_cts)",
==> cells in the mapped netlist (all sizes together) <==
cell type	number
nand2	11
or2	1
buf	27
or4b	4
nand4b	4
edfxtp	256
nand4	1
or3	1
mux2i	128
nand4bb	6
nand3	1
clkbuf	10
or3b	2
nor2	29
nor4	16
or4	1
nand2b	2
nor3	4
o22ai	64
nand3b	2
==> logic make-up after synthesis <==
group,Yosys count,synth area share [%]
and+or+nand+nor,85,4.90
AOI/OAI and AO/OA,64,4.04
buffers and inverters,37,1.93
DFF,256,76.4
muxes,128,12.7
==> through the flow <==
stage | worst slack, ps | instances | hold slack (ps) | utilization (%)
global placement | 44.0 | 935 | 1170 | 44.8
floorplan | 680 | 570 | 951 | -
detailed placement | 14.3 | 935 | 1180 | 44.8
